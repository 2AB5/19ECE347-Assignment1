### flow/config.mk
export PLATFORM = sky130hd
export DESIGN_NAME = UpDwn2bit
export DESIGN_NICKNAME = UpDwn2bit
export VERILOG_FILES = /design/flow/design.v
export SDC_FILE = /design/flow/constraint.sdc
export NUM_CORES = 4
export LEC_CHECK = 1
export CORE_AREA = 10 10 70 70
export DIE_AREA = 0 0 80 80
export SYNTH_HDL_FRONTEND = slang
### flow/constraint.sdc
current_design UpDwn2bit

set clk_period 1.5
set clk_io_pct 0.2

create_clock -name clk0 -period $clk_period [get_ports {clk}]

set non_clock_inputs [all_inputs -no_clocks]
set_input_delay [expr $clk_period * $clk_io_pct] -clock clk0 $non_clock_inputs
set_output_delay [expr $clk_period * $clk_io_pct] -clock clk0 [all_outputs]
### flow/design.v
`timescale 1ns / 1ps
module UpDwn2bit(
    reset,
    enable,
    clk,
    count
    );
	input clk;
	input reset;
	input enable;
	output count;
	wire clk;
	wire reset;
	wire enable;
	reg [1:0] count;
	parameter [1:0] max = 3;
	parameter [1:0] UP  = 2'b00,
	                DOWN = 2'b01,
	                RESET = 2'b11,
	                IDLE = 2'b10;
	reg [1:0] state, next, saved_state;
	always @(posedge clk)
		if(reset)
			state = RESET;
		else
			state = next;
	always @(negedge clk)
		if(state == RESET) begin
			count <= 0;
			next <= UP;
		end else if (enable)
			case (state)
				UP:
					if(count == max) begin
						next <= DOWN;
						count <= count - 1;
					end else
						count <= count + 1;
				DOWN:
					if(count == 0) begin
						next <= UP;
						count <= count + 1;
					end else
						count <= count - 1;
				IDLE:
					next <= saved_state;
			endcase
		else
			next <= IDLE;
endmodule 
### flow/run.sh
#!/bin/bash
# OpenROAD 26Q1-2900-gdf79404cd8, Yosys 0.63+post, stock flow scripts
make -C /OpenROAD-flow-scripts/flow DESIGN_CONFIG=/design/flow/config.mk WORK_HOME=/design/flow/orfs finish
==> flow_results.xml <==
<?xml version="1.0" encoding="UTF-8"?>
<metrics>
  <group name="setup_path">
    <metric name="worst-setup-path-type" unit="">flip-flop to output port</metric>
    <metric name="rr_worst_depth" unit="">3</metric>
    <metric name="critical-path-slowest-cell" unit="">sky130_fd_sc_hd__dfxtp_2</metric>
    <metric name="reg2reg_slack" unit="ps">-90</metric>
    <metric name="cp_data_arrival_time" unit="ps">1470</metric>
    <metric name="worstReg2RegStart" unit="">state[0]</metric>
    <metric name="critical_path_buf_inv_count" unit="">1</metric>
    <metric name="worst-endpoint-required" unit="ps">1200</metric>
    <metric name="critPathTopFamily" unit="">flip-flops</metric>
    <metric name="rr_endpoint" unit="">next[1]</metric>
    <metric name="cp-start-kind" unit="">flip-flop</metric>
    <metric name="critical_path_end_type" unit="">output port</metric>
    <metric name="critPathMaxFanout" unit="">2</metric>
    <metric name="cp_max_stage_delay" unit="ps">310</metric>
    <metric name="crit_path_cell_trace" unit="">buf_2</metric>
  </group>
  <group name="clocking">
    <metric name="clk_pin_slew" unit="ps">30</metric>
    <metric name="cts_num_sinks" unit="">6</metric>
    <metric name="clk_path_buf_depth" unit="">2</metric>
    <metric name="tritoncts" unit="">built</metric>
    <metric name="clock_insertion_delay_worst_skew" unit="ps">320</metric>
    <metric name="cts-htree-levels" unit="">1</metric>
    <metric name="tritoncts.num_buffers" unit="">3</metric>
    <metric name="clock-root-buffer" unit="">sky130_fd_sc_hd__clkbuf_4</metric>
    <metric name="cts_hold_repair.buffers" unit="">0</metric>
  </group>
  <group name="floorplanning">
    <metric name="std_cell_rows" unit="">21</metric>
    <metric name="initial_core_util" unit="%">7.25</metric>
    <metric name="core-area" unit="µm²">3420</metric>
    <metric name="die.size.y" unit="µm">80</metric>
    <metric name="io_pins" unit="">5</metric>
    <metric name="floorplan.die_area" unit="µm²">6400</metric>
    <metric name="chipWidth" unit="µm">80</metric>
  </group>
  <group name="route">
    <metric name="first_pass_iters" unit="">2</metric>
    <metric name="via_per_inst" unit="">2.90</metric>
    <metric name="post_drt_wl_per_cell" unit="µm">7.47</metric>
    <metric name="vias" unit="">255</metric>
    <metric name="drt_first_iter_violations" unit="">3</metric>
    <metric name="routed_wirelength" unit="µm">657</metric>
    <metric name="postRouteAntennaNets" unit="">0</metric>
    <metric name="drc" unit="">0</metric>
    <metric name="n_antenna_cell" unit="">0</metric>
  </group>
  <group name="layout">
    <metric name="layoutNonFillerInstCount" unit="">88</metric>
    <metric name="syn_to_final_growth" unit="%">81.8</metric>
    <metric name="layout-drive-gt1-share" unit="%">50.0</metric>
    <metric name="fill_cells" unit="">403</metric>
  </group>
  <group name="global_route">
    <metric name="wire_length_of_the_first_global_routing_pass" unit="µm">986</metric>
    <metric name="via_count_of_the_first_global_routing_pass" unit="">221</metric>
    <metric name="grt_usage" unit="%">2.02</metric>
    <metric name="grt_antenna_before_repair" unit="">0</metric>
    <metric name="grt_start_max_net_pins" unit="">8</metric>
    <metric name="grt_overflow_total" unit="">0</metric>
  </group>
  <group name="synth">
    <metric name="ys_cells" unit="">27</metric>
    <metric name="post_synth_main_area_contributors" unit="">sky130_fd_sc_hd__dfxtp_1 48%, sky130_fd_sc_hd__nand2b_1 7.6%, sky130_fd_sc_hd__o211ai_1 6.1%</metric>
    <metric name="post_synth_inst_count" unit="">27</metric>
    <metric name="yosysUniqueCellTypes" unit="">15</metric>
    <metric name="yosys_most_used_dff" unit="">sky130_fd_sc_hd__dfxtp_1</metric>
    <metric name="syn_area" unit="µm²">248</metric>
    <metric name="synth_sequential_area_ratio" unit="%">48.5</metric>
    <metric name="asyncSetResetFlopFracSynth" unit="%">0</metric>
    <metric name="post-synth-top-count-cell" unit="">sky130_fd_sc_hd__dfxtp_1</metric>
    <metric name="area_share_of_the_leading_cell_type_in_the_synthesized_netlist" unit="%">48.5</metric>
    <metric name="numSynthFlops" unit="">6</metric>
    <metric name="synth_top_cell_by_area" unit="">sky130_fd_sc_hd__dfxtp_1</metric>
    <metric name="netlist_top_cells_count" unit="">6 x sky130_fd_sc_hd__dfxtp_1, 3 x sky130_fd_sc_hd__nand2b_1</metric>
    <metric name="yosysWarningCount" unit="">2</metric>
    <metric name="yosys_area" unit="µm²">248</metric>
    <metric name="enable_flop_cells" unit="">0</metric>
    <metric name="mapped_avg_cell_area" unit="µm²">9.18</metric>
  </group>
  <group name="final_timing">
    <metric name="finalSetupViolCount" unit="">4</metric>
    <metric name="worst_pin_slew" unit="ps">273</metric>
    <metric name="timing.clock.skew" unit="ps">69.6</metric>
    <metric name="final_max_tran_viols" unit="">0</metric>
    <metric name="timing.final.hold_violations" unit="">0</metric>
    <metric name="worst_hold_margin" unit="ps">559</metric>
    <metric name="layout_setup_ws" unit="ps">-270</metric>
    <metric name="grt_setup_unrepaired" unit="">yes</metric>
    <metric name="slew-limit-headroom" unit="%">81.8</metric>
  </group>
  <group name="placed_design">
    <metric name="dp_cells" unit="">80</metric>
    <metric name="place_congestion" unit="">0.741</metric>
    <metric name="dp.final_hpwl" unit="µm">434</metric>
    <metric name="buffer_ports.inserted" unit="">4</metric>
  </group>
  <group name="run">
    <metric name="warnings" unit="">32</metric>
    <metric name="maxcap_violations" unit="">0</metric>
  </group>
  <group name="power_and_ir_drop">
    <metric name="vdd_ir_drop_max" unit="mV">0.595</metric>
    <metric name="powerDensity" unit="nW/µm²">1130</metric>
    <metric name="p_leak" unit="µW">0.000190</metric>
  </group>
  <group name="worst_hold_path">
    <metric name="hold_path.class" unit="">flip-flop to flip-flop</metric>
    <metric name="min_path_cells" unit="">2</metric>
    <metric name="worstHoldEndpoint" unit="">count[0]</metric>
    <metric name="worst_hold_startpoint" unit="">count[0]</metric>
  </group>
  <group name="outcome">
    <metric name="failed_checks" unit="">negative setup slack</metric>
    <metric name="outcome" unit="">finished, violations left</metric>
  </group>
</metrics>
-- report_power, final --
group,switching [µW],total [µW],leakage (µW),internal (µW)
Clock,92.1,208,0.0000363,116
Combinational,38.3,99.5,0.000103,61.2
Sequential,17.2,200,0.0000514,183
-- per-layer routing --
layer	vias up	track usage [%]	part of all wire, %	wire length (µm)
met4	0	0.176	1.1	7
li1	126	-	-	-
met5	-	0	0	0
met1	121	2.67	49	320
met3	2	2.05	8.8	58
met2	6	2.25	41	270
-- layout by cell type, fill, tap and decap left out, types with 2 or more instances in the layout --
| cell | count |
|---|---|
| sky130_fd_sc_hd__dfxtp_2 | 5 |
| sky130_fd_sc_hd__or2_4 | 2 |
| sky130_fd_sc_hd__o211ai_1 | 2 |
| sky130_fd_sc_hd__clkbuf_4 | 3 |
| sky130_fd_sc_hd__nand2b_4 | 2 |
| sky130_fd_sc_hd__buf_4 | 3 |
| sky130_fd_sc_hd__buf_2 | 2 |
| sky130_fd_sc_hd__inv_1 | 5 |
-- per-stage QoR --
stage / setup slack, ps / util (%) / instance area, µm² / TNS [ps] / total power (µW)
after detailed placement: -500 / 10.9 / 373 / -2530 / 302
after CTS: -284 / 12.6 / 430 / -648 / 506
final: -270 / 13.2 / 450 / -641 / 508
after global routing: -312 / 13.2 / 450 / -819 / 547
after floorplan: -83.5 / - / 253 / -83.5 / 253
after global placement: -495 / 10.9 / 373 / -2520 / 301
-- how the worst max path moves through the flow --
stage            start  endpoint  slack (ps)  cells past startpoint
finish        count[1]  count[1]        -270                      1
CTS           count[0]  count[0]        -280                      1
global route  count[0]  count[0]        -310                      1
-- final cells by class --
type	instances	area [µm²]	area share, %
Multi-Input combinational cell	19	155	34.4
Sequential cell	6	130	28.9
Inverter	1	3.75	0.833
Timing Repair Buffer	8	62.6	13.9
Clock buffer	4	26.3	5.83
Tap cell	46	57.6	12.8
Clock inverter	4	15.0	3.33
-- cell families after synthesis --
logic type	share of synthesized area, %
simple gates	22.7
flops	48.5
buf+inv	3.03
compound gates	25.8
-- flip-flops by register name (all words and copies together), names as in the netlist --
name / flops
next: 2
state: 2
count: 2
-- what timing repair did --
item                       4_1_cts  5_1_grt
pin swaps                        1        1
setup endpoints to repair        8        6
setup buffers                    1        0
resized                         18        5
gates cloned                     0        0
Power is estimated from default activity; no workload was simulated.
